===== ./constraint.sdc =====
current_design main

set clk_period 17.5
set clk_io_pct 0.2

create_clock -name clk0 -period $clk_period [get_ports {CLK}]

set non_clock_inputs [all_inputs -no_clocks]
set_input_delay [expr $clk_period * $clk_io_pct] -clock clk0 $non_clock_inputs
set_output_delay [expr $clk_period * $clk_io_pct] -clock clk0 [all_outputs]

===== ./run.sh =====
#!/bin/bash
# OpenROAD 26Q1-2900-gdf79404cd8, Yosys 0.63+post, stock flow scripts
make -C /OpenROAD-flow-scripts/flow DESIGN_CONFIG=/design/flow/config.mk WORK_HOME=/design/flow/orfs finish

===== ./design.v =====
`timescale 1ns / 1ps
module LCD_INIT(
	input CLK,
	output reg [11:8] SF_D,
	output reg LCD_E,
	output reg LCD_RS,
	output reg LCD_RW,
	output reg DONE
    );
	reg [3:0] init_stage_counter;
	reg [19:0] init_counter;
	initial
	begin
			init_stage_counter = 0;
			init_counter = 0;
			LCD_E = 0;
			SF_D = 0;
			LCD_RS = 0;
			LCD_RW = 0;
			DONE = 0;
	end
	always @(posedge CLK)
	begin
			if (init_stage_counter == 0 && init_counter >= 750000)
			begin
				init_stage_counter = 1;
				init_counter = 0;
				LCD_E = 1;
				SF_D = 4'h3;
			end
			if (init_stage_counter == 1 && init_counter >= 12)
			begin
				init_stage_counter = 2;
				init_counter = 0;
				LCD_E = 0;
				SF_D = 4'h0;
			end
			if (init_stage_counter == 2 && init_counter >= 205000)
			begin
				init_stage_counter = 3;
				init_counter = 0;
				LCD_E = 1;
				SF_D = 4'h3;
			end
			if (init_stage_counter == 3 && init_counter >= 12)
			begin
				init_stage_counter = 4;
				init_counter = 0;
				LCD_E = 0;
				SF_D = 4'h0;
			end
			if (init_stage_counter == 4 && init_counter >= 5000)
			begin
				init_stage_counter = 5;
				init_counter = 0;
				LCD_E = 1;
				SF_D = 4'h3;
			end
			if (init_stage_counter == 5 && init_counter >= 12)
			begin
				init_stage_counter = 6;
				init_counter = 0;
				LCD_E = 0;
				SF_D = 4'h0;
			end
			if (init_stage_counter == 6 && init_counter >= 2000)
			begin
				init_stage_counter = 7;
				init_counter = 0;
				LCD_E = 1;
				SF_D = 4'h2;
			end
			if (init_stage_counter == 7 && init_counter >= 12)
			begin
				init_stage_counter = 8;
				init_counter = 0;
				LCD_E = 0;
			end
			if (init_stage_counter == 8 && init_counter >= 2000)
			begin
				init_stage_counter = 9;
				init_counter = 0;
			end
			if (init_stage_counter == 9)
			begin
				if (init_counter == 1)
				begin
					LCD_E = 0;
					SF_D = 4'b0010;
				end
				if (init_counter == 6)
					LCD_E = 1;
				if (init_counter == 26)
				begin
					LCD_E = 0;
					SF_D = 4'h8;
				end
				if (init_counter == 76)
				begin
					LCD_E = 1;
				end
				if (init_counter == 101)
				begin
					LCD_E = 0;
				end
				if (init_counter >= 3005)
				begin
					init_counter = 0;
					init_stage_counter = 10;
				end
			end
			if (init_stage_counter == 10)
			begin
				if (init_counter == 1)
				begin
					LCD_E = 0;
					SF_D = 4'h0;
				end
				if (init_counter == 6)
					LCD_E = 1;
				if (init_counter == 26)
				begin
					LCD_E = 0;
					SF_D = 4'h6;
				end
				if (init_counter == 76)
				begin
					LCD_E = 1;
				end
				if (init_counter == 101)
				begin
					LCD_E = 0;
				end
				if (init_counter >= 3005)
				begin
					init_counter = 0;
					init_stage_counter = 11;
				end
			end
			if (init_stage_counter == 11)
			begin
				if (init_counter == 1)
				begin
					LCD_E = 0;
					SF_D = 4'h0;
				end
				if (init_counter == 6)
					LCD_E = 1;
				if (init_counter == 26)
				begin
					LCD_E = 0;
					SF_D = 4'hc;
				end
				if (init_counter == 76)
				begin
					LCD_E = 1;
				end
				if (init_counter == 101)
				begin
					LCD_E = 0;
				end
				if (init_counter >= 3005)
				begin
					init_counter = 0;
					init_stage_counter = 12;
				end
			end
			if (init_stage_counter == 12)
			begin
				if (init_counter == 1)
				begin
					LCD_E = 0;
					SF_D = 4'h0;
				end
				if (init_counter == 6)
					LCD_E = 1;
				if (init_counter == 26)
				begin
					LCD_E = 0;
					SF_D = 4'h1;
				end
				if (init_counter == 76)
				begin
					LCD_E = 1;
				end
				if (init_counter == 101)
				begin
					LCD_E = 0;
				end
				if (init_counter >= 100000)
				begin
					init_counter = 0;
					init_stage_counter = 15;
					DONE = 1;
				end
			end
			if (init_stage_counter != 15)
				init_counter = init_counter + 1;
	end	
endmodule
`timescale 1ns / 1ps
module fulladder(
    input A,
    input B,
    input Cin,
    output S,
    output Cout
    );
	wire s0, c0, c1;
	halfadder half1(
		.A(A),
		.B(B),
		.S(s0),
		.C(c0)
		);
	halfadder half2(
		s0,
		Cin,
		S,
		c1
		);
	or o1(Cout,c0,c1);
endmodule
`timescale 1ns / 1ps
module halfadder(
    input A,
    input B,
    output S,
    output C
    );
	xor x1(S,A,B);
	and a1(C,A,B);
endmodule
`timescale 1ns / 1ps
module lcd_vala(
	input [2:0] DATA,
	input CLK,
	output tri [11:8] SF_D,
	output tri LCD_E,
	output tri LCD_RS,
	output tri LCD_RW
	);
	reg [3:0] D;
	reg Enable, RS, RW;
	initial
	begin
		D = 4'b0000;
		Enable = 1'b0;
		RS = 1'b0;
		RW = 1'b0;
	end
	wire [3:0] init_D;
	wire init_E, init_RS, init_RW;
	wire init_done;
	LCD_INIT Init_Module(CLK, init_D, init_E, init_RS, init_RW, init_done);
	assign SF_D[11:8] = (init_done) ? D[3:0] : init_D[3:0];
	assign LCD_E = (init_done) ? Enable : init_E;
	assign LCD_RS = (init_done) ? RS : init_RS;
	assign LCD_RW = (init_done) ? RW : init_RW;
	reg stage_counter;
	reg [11:0] counter;
	initial
	begin
		stage_counter = 0;
		counter = 0;
	end
	always @(posedge CLK)
	begin
		if (init_done == 1)
		begin
			if (stage_counter == 1'b0)
			begin
				if (counter == 1)
				begin
					RS = 0;
					RW = 0;
					Enable = 0;
					D = 4'h8;
				end
				if (counter == 6)
					Enable = 1;
				if (counter == 26)
				begin
					Enable = 0;
					D = 4'h0;
				end
				if (counter == 76)
				begin
					Enable = 1;
				end
				if (counter == 101)
				begin
					Enable = 0;
				end
				if (counter >= 3005)
				begin
					counter = 0;
					stage_counter = 1'b1;
				end
			end
			if (stage_counter == 1'b1)
			begin
				if (counter == 1)
				begin
					RS = 1;
					RW = 0;
					Enable = 0;
					D = 4'b0011;
				end
				if (counter == 6)
					Enable = 1;
				if (counter == 26)
				begin
					Enable = 0;
					D = {1'b0, DATA};
				end
				if (counter == 76)
				begin
					Enable = 1;
				end
				if (counter == 101)
				begin
					Enable = 0;
				end
				if (counter >= 3005)
				begin
					counter = 0;
					stage_counter = 1'b0;
				end
			end
		counter = counter + 1;
		end
	end
endmodule
`timescale 1ns / 1ps
module main(
    input [1:0] A,
    input [1:0] B,
    output [1:0] S,
    input Cin,
    output Cout,
	 input CLK,
	 output [11:8] SF_D,
	 output LCD_E,
	 output LCD_RS,
	 output LCD_RW,
	 output LCD_Enable
    );
	assign LCD_Enable = 1'b1;
	wire c0;
	fulladder full1(
		A[0],
		B[0],
		Cin,
		S[0],
		c0
		);
	fulladder full2(
		A[1],
		B[1],
		c0,
		S[1],
		Cout
		);
	lcd_vala yup(
		.DATA({Cout, S[1:0]}),
		.CLK(CLK),
		.SF_D(SF_D),
		.LCD_E(LCD_E),
		.LCD_RS(LCD_RS),
		.LCD_RW(LCD_RW)
	);
endmodule

===== ./config.mk =====
export PLATFORM = sky130hd
export DESIGN_NAME = main
export DESIGN_NICKNAME = main
export VERILOG_FILES = /design/flow/design.v
export SDC_FILE = /design/flow/constraint.sdc
export NUM_CORES = 4
export LEC_CHECK = 1
export CORE_UTILIZATION = 50

==> CHANGELOG.md <==
## Implementation

* Max Buffers Root-to-Sink at 2
* Fillers at 854
* Via density at 6.80
* Die Span Y at 98.4 µm
* Worst EP required at 14.00 ns
* Endpoints failing setup at 0
* Synth Instances at 592
* Ys Warns at 2
* HP Class: reg2reg
* Top-area cell share at 13.6%
* Crit-path cells: clkdlybuf4s50_1, inv_1, fa_1, fa_1, inv_1, clkdlybuf4s50_1
* Worst Skew at 0.00790 ns
* Largest fanout on the critical path at 2
* Crit-path slowest cell: clkdlybuf4s50_1
* Layout Utilization at 55.3%
* DP Wirelength at 10,600 µm
* Net Sw Frac at 20.9%
* Setup_tns at 0 ns
* Max_cap viols at 0
* CTS tree: built
* TritonCTS buffer count at 5
* Final tally of hold violations at 0
* Worst path top cell family by delay: buffers and inverters
* Sink Count at 50
* Via count at 4,743
* Cell count in the Yosys report at 592
* Drt first pass iters at 16
* Clock Latency Late Sink at 0.31 ns
* Worst relative slew slack at 31.6%
* Syn Std Cell Area at 0.00464 mm²
* Largest net degree at the start of global routing at 28
* WL/cell at 20.4 µm
* Worst Tran Pin Value at 1.03 ns
* OpenROAD warnings at 26
* Row cnt at 34
* CP endpoint kind: output pin
* Initial antenna violation count at 0
* Yosys chip area at 0.00464 mm²
* EDFF count, synth at 21
* Ant diodes at 0
* Cell type with the largest total area: edfxtp_1
* Cell Pwr Density at 39.2 mW/mm²
* CP startpoint kind: primary input
* Root Buffer: clkbuf_8
* Seq pwr share at 62.7%
* Status: completed
* Critical path type: in2out
* Pint at 0.000152 W
* Clock-pin slew on the worst setup and hold paths at 0.09 ns
* Port bufs at 15
* Clock share of power at 35.0%
* Die Area at 0.00968 mm²
* Area growth syn-to-layout at 5.39%
* Iteration-0 DRC count of the detailed router at 552
* Share of layout cells above drive strength 1 at 10.4%
* Unrepaired setup endpoints after global routing: no
* Cts repair resizes at 0
* # hold bufs at CTS at 0
* Residual DRC count at 0
* Worst path buffer plus inverter count at 4
* Worst Path Arrival at 5.40 ns
* Max IR drop VDD at 0.0310 mV
* Fraction of registers with async set/reset at 0%
* IO Count at 17
* Die Wd at 98.4 µm
* Vias in the first global route at 4,220
* FMAX at 0.112 GHz
* Leakage power total at 1.64 nW
* First-pass GRT wire length at 22,800 µm
* Top area cell types: edfxtp_1, dfxtp_1, nand2_1
* Drt total wl at 14,200 µm
* Cell variety after synth at 99
* Final period utilization at 50.9%
* Sw Pwr at 0.0000402 W
* H-tree depth at 2
* Max Transition Viols Final at 0
* Register area share after synthesis at 26.1%
* Dominant register cell: dfxtp_1
* Tmin final at 8.90 ns
* Synth Register Bits at 50
* Combinational group share of total power at 2.3%
* Global Route Usage Sum at 30.5%
* Core region area at 0.00885 mm²
* CP peak stage delay at 0.47 ns
* FP Util at 52.5%
* Post-route ant nets at 0
* Remaining Overflow, GRT at 0
* Syn Area/Cell at 7.84 µm²
* Routability congestion estimate from global placement at 1.00
* # Post-CTS Setup Buffers at 0
-- final timing paths --
kind                                                      start                                       end  slack [ns]  depth (start not counted)
hold reg to reg                yup.Init_Module.SF_D[10]$_DFF_P_          yup.Init_Module.SF_D[10]$_DFF_P_        0.53                          2
hold / removal                 yup.Init_Module.SF_D[10]$_DFF_P_          yup.Init_Module.SF_D[10]$_DFF_P_        0.53                          2
setup reg to reg  yup.Init_Module.init_stage_counter[3]$_DFF_P_  yup.Init_Module.init_counter[14]$_DFF_P_       10.84                         19
setup / recovery                                           A[0]                                      S[1]        8.60                          6
-- Yosys cell counts (4+ instances only) --
library cell  number
nor4_1             9
and4_1             4
clkbuf_1          11
inv_1             16
xor2_1            15
dfxtp_1           29
buf_2             15
or4_1              5
and2_1             8
edfxtp_1          21
a31oi_1            7
nor2b_1            4
nand2b_1          11
buf_4              6
a2111oi_0          6
o21a_1             9
nand2_1           68
nor2_1            58
mux2i_1            4
o21ai_1            4
o21ai_0           24
nor3_1            26
a211oi_1          10
or3_1              7
nand4_1           16
nand3_1           31
nor3b_1            4
a21o_1             8
mux2_2             6
a21oi_1           27
xnor2_1            9
and3_1            12
-- sequential cells by signal, summed over array words and instances, names as in the netlist, 4 cells and up --
signal                              cells
yup.Init_Module.init_stage_counter      4
yup.counter                            12
yup.Init_Module.init_counter           20
yup.Init_Module.SF_D                    4
yup.D                                   4
-- routing by layer --
metal / global-route usage [%] / vias up / part of all wire (%)
met3: 4.87 / 35 / 9.7
met4: 5.17 / 0 / 2.0
met1: 52.7 / 2227 / 47
met2: 41.2 / 260 / 41
li1: - / 2221 / -
met5: 0 / - / 0
-- stage by stage --
stage / total power, W / cells / instance area [µm²] / hold WS, ns / worst slack [ns]
2_1_floorplan: 0.000126 / 593 / 4650 / 0.474 / 9.41
3_3_place_gp: 0.000127 / 689 / 4810 / 0.511 / 8.62
3_5_place_dp: 0.000128 / 689 / 4810 / 0.512 / 8.60
4_1_cts: 0.000195 / 697 / 4890 / 0.535 / 8.59
5_1_grt: 0.000200 / 697 / 4890 / 0.581 / 8.52
6_report: 0.000192 / 697 / 4890 / 0.529 / 8.60
-- logic make-up (layout without fill, tap and decap cells) --
logic type      count (synthesis)  after routing  synth area share [%]
simple gates                  294            294                  33.8
compound gates                156            156                  26.0
buf+inv                        51             47                  5.20
flops                          50             50                  26.1
xor+xnor                       24             24                  4.53
mux                            12             12                  2.88
fa+ha+maj                       4              4                  1.40
other cells                     1              2                0.0808
-- tightest hold or removal path: stages, from the launching register on --
cell,delay [ns]
dfxtp_1,0.34
a31oi_1,0.08
nor2_1,0.08
-- layout make-up --
type | count | area (µm²) | area share, %
Clock inverter | 2 | 13.8 | 0.281
Tap cell | 108 | 135 | 2.76
Timing Repair Buffer | 22 | 203 | 4.14
Inverter | 17 | 63.8 | 1.30
Multi-Input combinational cell | 492 | 3190 | 65.3
Sequential cell | 50 | 1210 | 24.8
Clock buffer | 6 | 72.6 | 1.48
-- power by group through the flow --
stage	clock network, W	logic (W)	registers [W]
4_1_cts	0.0000697	0.00000458	0.000120
5_1_grt	0.0000746	0.00000506	0.000120
6_report	0.0000673	0.00000446	0.000120
-- cells in the final DEF (no fill, tap or decap), types with 8 or more instances in the layout --
| master | instances |
|---|---|
| nand2_1 | 68 |
| nor2_1 | 58 |
| nand3_1 | 31 |
| dfxtp_1 | 29 |
| a21oi_1 | 27 |
| nor3_1 | 26 |
| o21ai_0 | 24 |
| edfxtp_1 | 21 |
| inv_1 | 16 |
| nand4_1 | 16 |
| xor2_1 | 15 |
| clkdlybuf4s50_1 | 15 |
| and3_1 | 12 |
| nand2b_1 | 11 |
| a211oi_1 | 10 |
| o21a_1 | 9 |
| nor4_1 | 9 |
| xnor2_1 | 9 |
| a21o_1 | 8 |
| and2_1 | 8 |
Power and IR drop assume default switching activity.
